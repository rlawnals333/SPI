<file path="design.v">
`timescale 1ns / 1ps
module axi4_lite_master(
    input logic ACLK,
    input logic ARESETn,
    output logic [3:0] AWADDR,
    output logic AWVALID,
    input logic AWREADY,
    output logic [31:0] WDATA,
    output logic WVALID,
    input logic WREADY,
    input logic [1:0] BRESP,
    input logic BVALID,
    output logic BREADY,
    output logic [3:0] ARADDR,
    output logic ARVALID,
    input logic ARREADY,
    input logic [31:0] RDATA,  
    input logic RVALID,
    output logic RREADY,
    output logic [1:0] RRESP,
    input logic transfer,
    output logic ready,
    input logic [3:0] addr,
    input logic [31:0] wdata,
    input logic write,
    output logic [31:0] rdata
      );
      typedef enum {
        AW_IDLE_S,
        AW_VALID_S
      } aw_state_e;
    typedef enum {
        W_IDLE_S,
        W_VALID_S
      } w_state_e;
    typedef enum {
        B_IDLE_S,
        B_READY_S
      } b_state_e;
      typedef enum {
        AR_IDLE_S,
        AR_VALID_S
      } ar_state_e;
    typedef enum {
        R_IDLE_S,
        R_READY_S
    } r_state_e;
      aw_state_e aw_state, aw_state_next;
      w_state_e w_state, w_state_next;
      b_state_e b_state, b_state_next;
      ar_state_e ar_state, ar_state_next;
      r_state_e r_state, r_state_next;
      logic [31:0] r_data_reg,r_data_next;
      logic w_ready, r_ready;
      assign ready = w_ready | r_ready;
      assign rdata = r_data_next;
      always_ff @( posedge ACLK ) begin : blockName
        if(!ARESETn) begin
            aw_state <= AW_IDLE_S;
            w_state <= W_IDLE_S;
            b_state <= B_IDLE_S;
            ar_state <= AR_IDLE_S;
            r_state <= R_IDLE_S;
            r_data_reg <= 0;
        end
        else begin
            aw_state <= aw_state_next;
            w_state <= w_state_next;
            b_state <= b_state_next;
            ar_state <= ar_state_next;
            r_state <= r_state_next;
            r_data_reg <= r_data_next;
        end
      end
      always_comb begin : AWchannel
        aw_state_next = aw_state;
        AWVALID = 0;
        AWADDR = addr;  
        case(aw_state)
        AW_IDLE_S: begin
            AWVALID = 0;
            if(transfer && write) begin
                aw_state_next = AW_VALID_S;
            end
        end
        AW_VALID_S: begin
            AWVALID = 1'b1;
            AWADDR = addr;  
            if(AWVALID && AWREADY) begin
                aw_state_next = AW_IDLE_S;
            end
        end
        endcase
      end
       always_comb begin : Wchannel
        w_state_next = w_state;
        WVALID = 0;
        WDATA = wdata;  
        case(w_state)
        W_IDLE_S: begin
            WVALID = 0;
            if(transfer && write) begin
                w_state_next = W_VALID_S;
            end
        end
        W_VALID_S: begin
            WVALID = 1'b1;
            WDATA = wdata;  
            if(WVALID && WREADY) begin
                w_state_next = W_IDLE_S;
            end
        end
        endcase
      end
      always_comb begin : Bchannel
      b_state_next = b_state;  
        BREADY = 0;
        w_ready = 0;  
        case(b_state)
        B_IDLE_S: begin
            BREADY = 0;
            if(WVALID) b_state_next = B_READY_S;
        end
        B_READY_S: begin
            BREADY = 1'b1;
            if(BVALID) begin
                b_state_next = B_IDLE_S;
                w_ready = 1'b1;
            end
        end
        endcase
      end
      always_comb begin : ARchannel
        ar_state_next = ar_state;
        ARVALID = 0;
        ARADDR = addr;  
        case(ar_state)
        AR_IDLE_S: begin
            ARVALID = 0;
            if(transfer && ~write) begin
                ar_state_next = AR_VALID_S;
            end
        end
        AR_VALID_S: begin
            ARVALID = 1'b1;
            ARADDR = addr;  
            if(ARVALID && ARREADY) begin
                ar_state_next = AR_IDLE_S;
            end
        end
        endcase
      end
       always_comb begin : Rchannel
        r_state_next = r_state;
        RREADY = 0;
        r_data_next = r_data_reg;  
        r_ready = 0;
        RRESP = 0;
        case(r_state)
        R_IDLE_S: begin
            if(RVALID) begin
                r_state_next = R_READY_S;
            end
        end
        R_READY_S: begin
            RREADY = 1'b1;
            RRESP = 0;
            if(RVALID && RREADY) begin
                r_data_next = RDATA;
                r_state_next = R_IDLE_S;
                r_ready = 1'b1;
            end
        end
        endcase
      end
endmodule
</file>
<file path="run.sh">
#!/bin/bash
# OpenROAD 26Q1-2900-gdf79404cd8, Yosys 0.63+post, stock flow scripts
make -C /OpenROAD-flow-scripts/flow DESIGN_CONFIG=/design/flow/config.mk WORK_HOME=/design/flow/orfs finish
</file>
<file path="config.mk">
export PLATFORM = sky130hd
export DESIGN_NAME = axi4_lite_master
export DESIGN_NICKNAME = axi4_lite_master
export VERILOG_FILES = /design/flow/design.v
export SDC_FILE = /design/flow/constraint.sdc
export NUM_CORES = 4
export LEC_CHECK = 1
export CORE_UTILIZATION = 30
export SYNTH_HDL_FRONTEND = slang
</file>
<file path="constraint.sdc">
current_design axi4_lite_master

set clk_period 4.1
set clk_io_pct 0.2

create_clock -name clk0 -period $clk_period [get_ports {ACLK}]

set non_clock_inputs [all_inputs -no_clocks]
set_input_delay [expr $clk_period * $clk_io_pct] -clock clk0 $non_clock_inputs
set_output_delay [expr $clk_period * $clk_io_pct] -clock clk0 [all_outputs]
</file>
==> impl_metrics.json <==
{
  "status": "complete, no violations",
  "cp_slowest_cell": "clkdlybuf4s50_1",
  "crit_start": "RVALID",
  "irDropWorstVdd_v": 0.000117,
  "period_minus_slack_ns": 3.47,
  "leakagePower_nw": 1.09,
  "grt_pass1_vias": 1785,
  "initCoreUtil_pct": 31.0,
  "worstSetupEndpointType": "output port",
  "drc": 0,
  "drtAntennaViolNets": 0,
  "drt-pass1-iter-count": 4,
  "cellPowerDensity_nw_per_um2": 307,
  "ys_warn_count": 0,
  "root_buffer": "clkbuf_8",
  "drt-initial-drc-count": 85,
  "grt_overflow_total": 0,
  "endpoint": "rdata[7]",
  "numPortBuffers": 78,
  "drive_gt1_share_pct": 16.2,
  "skew_ns": 0.00408,
  "power_mw": 0.928,
  "cp_slowest_stage_delay_ns": 0.47,
  "cts-resized-gates": 0,
  "maxCapViolCount": 0,
  "tns_ns": 0,
  "die_w_um": 91.4,
  "clk_pin_slew_worst_paths_ns": 0.07,
  "clock_latency_ns": 0.28,
  "flop_area_um2": 841,
  "wl_per_cell_um": 12.1,
  "syn_area_um2": 2400,
  "cts_buffers": 5,
  "routed_wl_mm": 4.74,
  "r2r_cells": 3,
  "die_h_um": 91.4,
  "ys_area_um2": 2400,
  "rr_startpoint": "r_state[1]",
  "r2r-end": "r_data_reg[4]",
  "hold_ws_ns": 0.458,
  "cts_tree": "done",
  "rsz0062_at_grt": "no",
  "slew_violations": 0,
  "crit_top_cell": "clkdlybuf4s50_1",
  "vias": 1837,
  "critPathKind": "input port to output port",
  "gp_congestion": 0.705,
  "postSynthCellCount": 264,
  "dieArea_um2": 8360,
  "grt_max_degree": 47,
  "h-tree-depth": 2,
  "dp_hpwl_mm": 3.04,
  "ys_seq_share_pct": 35.1,
  "fmax_ghz": 0.288,
  "grtUsageTotal_pct": 11.7,
  "warning_count": 27,
  "yosys.cell_types.count": 21,
  "fill_cells": 784,
  "synthToLayoutAreaGrowth_pct": 25.9,
  "hold_class": "flip-flop to flip-flop",
  "required_ns": 3.28,
  "crit_chain": "clkdlybuf4s50_1 -> and2_4 -> buf_4 -> mux2_2 -> clkdlybuf4s50_1",
  "largest_register_ff_count": 32,
  "finalHoldViolCount": 0,
  "setup_viol": 0,
  "clk_path_buf_depth": 2,
  "core_area_um2": 7730,
  "critPathArrivalTime_ns": 2.65,
  "postSynthAreaPerCell_um2": 9.09,
  "io_pins": 159,
  "cts_hold_buf": 0,
  "antenna_found_initial": 0,
  "ys_seq_elements": 42,
  "logic_area_um2": 1110,
  "rows": 32,
  "rrSetupSlack_ns": 2.95,
  "final_util_pct": 39.1,
  "crit_fanout": 17,
  "ys_cells": 264,
  "post-cts-setup-buffer-count": 0,
  "grt_pass1_wl_mm": 8.00,
  "post_drt_via_cell_ratio": 4.67,
  "finalCritPeriodShare_pct": 84.7,
  "numClockSinks": 42,
  "critical_path.startpoint_type": "input port",
  "antenna_cells": 0
}
## Yosys cell counts (all sizes together)
library cell	instances	area share [%]
buf	48	16
a221o	3	1.3
nand4	32	8.3
nor2	1	0.16
and2	1	0.37
nand3b	1	0.31
mux2	32	19
nand3	3	0.63
inv	1	0.16
a21oi	2	0.42
conb	1	0.16
nand2b	5	1.3
dfxtp	42	35
o21ai	33	6.9
clkbuf	17	2.8
mux2i	1	0.42
o22ai	1	0.26
nand2	40	6.3
## cell families (layout without fill, tap and decap cells)
family | count (synthesis) | after routing | share of synthesized area (%)
compound gates | 39 | 39 | 8.82
buf+inv | 66 | 92 | 18.8
other cells | 1 | 2 | 0.156
simple gates | 83 | 83 | 17.4
mux | 33 | 33 | 19.8
flops | 42 | 42 | 35.1
## worst max-delay path, delay by kind of cell
kind | cells | cell delay (ns)
buf+inv | 3 | 1.17
simple gates | 1 | 0.28
mux | 1 | 0.37
## worst min-delay path by stage
stage           endpoint  cells past startpoint      startpoint  slack (ns)
6_report   r_data_reg[3]                      2   r_data_reg[3]        0.46
5_1_grt   r_data_reg[29]                      2  r_data_reg[29]        0.48
4_1_cts       b_state[1]                      2      b_state[0]        0.46
## stage by stage
stage	instances	cell area (um2)	setup WS [ns]
floorplan	265	2400	1.63
global placement	385	2910	0.619
detailed placement	385	2910	0.612
CTS	393	3020	0.605
global route	393	3020	0.524
finish	393	3020	0.626
## layout by cell type, fill, tap and decap left out
cell,instances
o21ai_0,33
clkbuf_8,8
conb_1,2
o22ai_1,1
a221o_1,3
nand3b_1,1
mux2_2,4
buf_12,1
nand2b_1,5
nand4_1,32
inv_1,1
clkdlybuf4s50_1,77
mux2_4,28
a21oi_1,2
dfxtp_1,42
and2_4,1
buf_4,4
mux2i_1,1
buf_2,1
nand3_1,3
nor2_1,1
nand2_1,40
## power breakdown
group / internal, mW / leakage (nW) / switching [mW]
sequential: 0.427 / 0.343 / 0.00984
clock: 0.170 / 0.0575 / 0.139
combinational: 0.119 / 0.694 / 0.0632
## final cells by class
type / count / area share, %
clock buffers: 8 / 3.65
inverters: 1 / 0.124
multi-input cells: 157 / 36.8
flip-flops and latches: 42 / 27.8
well taps: 102 / 4.23
repair buffers: 83 / 27.4
## layer usage
| layer | wire (um) | track usage (%) | up-vias |
|---|---|---|---|
| met1 | 2300 | 17.0 | 834 |
| met2 | 2040 | 18.2 | 62 |
| met4 | 68 | 1.72 | 0 |
| met5 | 0 | 0 | - |
| met3 | 332 | 3.06 | 11 |
| li1 | - | - | 930 |
Power figures rest on the tool's default switching activity, not on a simulated workload.
